==> flow/config.mk <==
export PLATFORM = sky130hd
export DESIGN_NAME = uart_dut
export DESIGN_NICKNAME = uart_dut
export VERILOG_FILES = /design/flow/design.v
export SDC_FILE = /design/flow/constraint.sdc
export NUM_CORES = 4
export LEC_CHECK = 1
export CORE_UTILIZATION = 40
==> flow/constraint.sdc <==
current_design uart_dut

set clk_period 2.3
set clk_io_pct 0.2

create_clock -name clk0 -period $clk_period [get_ports {clk}]

set non_clock_inputs [all_inputs -no_clocks]
set_input_delay [expr $clk_period * $clk_io_pct] -clock clk0 $non_clock_inputs
set_output_delay [expr $clk_period * $clk_io_pct] -clock clk0 [all_outputs]
==> flow/design.v <==
module uart_dut (
    input wire clk,              
    input wire rst,              
    input wire start,            
    input wire [7:0] tx_data_in,  
    output wire tx,              
    output wire tx_ready,        
    input wire rx,               
    output wire [7:0] rx_data_out,  
    output wire rx_ready         
);
    transmitter tx_unit (
        .clk(clk),
        .rst(rst),
        .data_in(tx_data_in),
        .start(start),
        .tx(tx),
        .ready(tx_ready)
    );
    receiver rx_unit (
        .clk(clk),
        .rst(rst),
        .rx(rx),
        .data_out(rx_data_out),
        .ready(rx_ready)
    );
endmodule
module transmitter (
    input wire clk,               
    input wire rst,               
    input wire [7:0] data_in,     
    input wire start,             
    output reg tx,                
    output reg ready              
);
    parameter IDLE = 3'b000, START = 3'b001, DATA = 3'b010, PARITY = 3'b011, STOP = 3'b100;
    reg [2:0] state = IDLE;
    reg [3:0] bit_index;
    reg [7:0] data_buffer;
    reg parity_bit;
    reg [3:0] sample_count;
    always @(posedge clk or posedge rst) begin
        if (rst) begin
            state <= IDLE;
            tx <= 1'b1;
            ready <= 1'b1;
            bit_index <= 0;
            data_buffer <= 8'b0;
            parity_bit <= 0;
            sample_count <= 0;
        end else begin
            case (state)
                IDLE: begin
                    tx <= 1'b1;
                    ready <= 1'b1;
                    if (start) begin
                        data_buffer <= data_in;
                        parity_bit <= ^data_in;
                        bit_index <= 0;
                        sample_count <= 0;
                        state <= START;
                        ready <= 1'b0;
                    end
                end
                START: begin
                    tx <= 1'b0;
                    if (sample_count == 15) begin
                        sample_count <= 0;
                        state <= DATA;
                    end else begin
                        sample_count <= sample_count + 1;
                    end
                end
                DATA: begin
                    tx <= data_buffer[bit_index];
                    if (sample_count == 15) begin
                        sample_count <= 0;
                        if (bit_index == 7) begin
                            state <= PARITY;
                        end else begin
                            bit_index <= bit_index + 1;
                        end
                    end else begin
                        sample_count <= sample_count + 1;
                    end
                end
                PARITY: begin
                    tx <= parity_bit;
                    if (sample_count == 15) begin
                        sample_count <= 0;
                        state <= STOP;
                    end else begin
                        sample_count <= sample_count + 1;
                    end
                end
                STOP: begin
                    tx <= 1'b1;
                    if (sample_count == 15) begin
                        sample_count <= 0;
                        state <= IDLE;
                        ready <= 1'b1;
                    end else begin
                        sample_count <= sample_count + 1;
                    end
                end
            endcase
        end
    end
endmodule
module receiver (
    input wire clk,            
    input wire rst,            
    input wire rx,             
    output reg [7:0] data_out,  
    output reg ready           
);
    parameter IDLE = 3'b000, START = 3'b001, DATA = 3'b010, PARITY = 3'b011, STOP = 3'b100;
    reg [2:0] state = IDLE;
    reg [3:0] bit_index;
    reg [7:0] data_buffer;
    reg parity_bit;
    reg [3:0] sample_count;
    reg calculated_parity;
    always @(posedge clk or posedge rst) begin
        if (rst) begin
            state <= IDLE;
            data_out <= 8'b0;
            ready <= 1'b0;
            bit_index <= 0;
            data_buffer <= 8'b0;
            parity_bit <= 0;
            calculated_parity <= 0;
            sample_count <= 0;
        end else begin
            case (state)
                IDLE: begin
                    ready <= 1'b0;
                    if (rx == 1'b0) begin
                        bit_index <= 0;
                        sample_count <= 0;
                        state <= START;
                    end
                end
                START: begin
                    if (sample_count == 7) begin
                        sample_count <= 0;
                        state <= DATA;
                    end else begin
                        sample_count <= sample_count + 1;
                    end
                end
                DATA: begin
                    if (sample_count == 15) begin
                        data_buffer[bit_index] <= rx;
                        sample_count <= 0;
                        if (bit_index == 7) begin
                            state <= PARITY;
                        end else begin
                            bit_index <= bit_index + 1;
                        end
                    end else begin
                        sample_count <= sample_count + 1;
                    end
                end
                PARITY: begin
                    if (sample_count == 15) begin
                        parity_bit <= rx;
                        calculated_parity <= ^data_buffer;
                        sample_count <= 0;
                        state <= STOP;
                    end else begin
                        sample_count <= sample_count + 1;
                    end
                end
                STOP: begin
                    if (sample_count == 15) begin
                        sample_count <= 0;
                        if (rx == 1'b1 && parity_bit == calculated_parity) begin
                            data_out <= data_buffer;
                            ready <= 1'b1;
                        end
                        state <= IDLE;
                    end else begin
                        sample_count <= sample_count + 1;
                    end
                end
            endcase
        end
    end
endmodule 
==> flow/run.sh <==
#!/bin/bash
# OpenROAD 26Q1-2900-gdf79404cd8, Yosys 0.63+post, stock flow scripts
make -C /OpenROAD-flow-scripts/flow DESIGN_CONFIG=/design/flow/config.mk WORK_HOME=/design/flow/orfs finish
==> GITHUB_STEP_SUMMARY <==
## Synthesis and layout report

| Metric | Value |
|---|---|
| Run status | finished clean |
| Synth cell count leaders | 50 x dfrtp_1, 28 x nand2_1, 20 x nor2_1 |
| Clock Skew | 0.00519 ns |
| Pre-CTS setup slack | 0.262 ns |
| Syn Inst Count | 269 |
| Drt wl/cell | 13.3 um |
| Yosys stat chip area | 2860 um^2 |
| Min Hold Slack | 0.456 ns |
| Core Area | 6830 um^2 |
| Post-synth seq share | 45.7% |
| Critical path fanouts, max | 10 |
| Die span in y | 86.5 um |
| Post-route setup slack | 0.249 ns |
| Die footprint | 7480 um^2 |
| Main flop type | dfrtp_1 |
| Reg2Reg Setup Slack | 0.25 ns |
| Rel. slew slack | 64.0% |
| Worst setup startpoint | rx_unit.bit_index[0] |
| VDD IR max | 0.349 mV |
| CTS tree | built |
| Post-synth area hogs | dfrtp_1 44%, mux2_2 6.3%, xnor2_1 5.8%, nand2_1 3.7%, ha_1 3.5% |
| Max cap viols | 0 |
| FP Rows | 30 |
| Floorplan utilization | 41.8% |
| P_leak | 1.36 nW |
| RR Endpoint | rx_unit.data_buffer[4] |
| Total negative setup slack | 0 ns |
| Ys cells | 269 |
| Flop area | 1300 um^2 |
| Clk latency of the worst-skew pair | 0.30 ns |
| Slew Limit Fails | 0 |
| Part of the cycle the worst path needs | 89.2% |
| Root Buffer | clkbuf_8 |
| Drt initial violations | 77 |
| Asr flop ratio synth | 100% |
| Antenna diode count | 0 |
| Fillers | 641 |
| Total gr overflow | 0 |
| Layout cell share with drive strength beyond 1 | 16.0% |
| Yosys warns | 2 |
| Final wirelength | 5180 um |
| Hold Crit Class | primary input to async pin |
| Register bit count reported by yosys | 52 |
| Number of antenna violations at the first check in global routing | 0 |
| Number of global-route vias before repair | 1862 |
| Routed Antenna Nets | 0 |
| Worst-path clk slew | 0.09 ns |
| Critical path type | flip-flop to flip-flop |
| Yosys top cell by instances | dfrtp_1 |
| Reg-to-Reg Start | rx_unit.bit_index[0] |
| Total GRT Usage | 16.0% |
| Top cell type's share of synthesized area | 43.8% |
| Worst Path Required | 2.50 ns |
| Area grow syn2layout | 15.4% |
| EDFF count, synth | 0 |
| DRC viols | 0 |
| Depth of the most critical reg-to-reg path | 7 |
| DP HPWL | 3800 um |
| Area of the mapped netlist | 2860 um^2 |
| I/O Buffers | 22 |
| Placer congestion estimate | 0.816 |
| Hold buffer count at CTS | 0 |
| Tool warnings | 29 |
| Leading area contributor after synthesis | dfrtp_1 |
| P per Cell Area | 700 nW/um^2 |
| Max H-tree Level | 2 |
| CP Capture Point | rx_unit.data_buffer[4] |
| # IOs | 23 |
| Fmax achieved | 0.488 GHz |
| Total number of vias | 1969 |
| # resized after CTS | 0 |
| TritonCTS Buffers | 5 |
| Worst slew pin tran | 0.540 ns |
| Avg Cell Area, Syn | 10.6 um^2 |
| Post-CTS Setup Bufs | 0 |
| Hold Violations, Final | 0 |
| Die Wd | 86.5 um |
| Pre-antenna DRT Iters | 4 |
| Tmin final | 2.05 ns |
| Via density | 5.05 |
| Critical path data arrival time | 2.25 ns |
| Yosys cell types | 54 |
| Largest net degree at the start of global routing | 19 |
| Crit. End Element | flip-flop |
| Max Root-Sink Buffers | 2 |
| Startpoint Class | flip-flop |
| MI comb area | 1480 um^2 |
| Global-route wire length before repair | 9170 um |
| # setup viols final | 0 |
| RSZ-0062 raised after global routing | false |
| Clock Sinks | 52 |
[power by group]
group / internal [W] / switching, W / leakage, nW
registers: 0.00109 / 0.000166 / 0.661
logic: 0.000270 / 0.000165 / 0.649
clock network: 0.000326 / 0.000294 / 0.0524
[layer usage]
metal  GRT usage [%]  vias up  wire, um  share of wire, %
met5               0        -         0                 0
met4            1.21        0        23              0.44
met3            2.80        5       158               3.0
met2            23.7       19      2340                45
met1            26.8      934      2660                51
li1                -     1011         -                 -
[layout make-up]
| class | instances | share of cell area [%] |
|---|---|---|
| clock buffer | 7 | 2.32 |
| clock inverter | 1 | 0.912 |
| inverter | 6 | 0.684 |
| multi-input combinational | 201 | 45.0 |
| sequential | 52 | 39.6 |
| tap | 96 | 3.65 |
| timing repair buffer | 27 | 7.82 |
[cells by family (layout without fill, tap and decap cells)]
kind of cell | Yosys count | after routing | synth area share, %
AND-OR/OR-AND | 58 | 58 | 13.2
XOR/XNOR | 20 | 20 | 6.40
AND/OR/NAND/NOR | 90 | 90 | 18.3
buffers and inverters | 16 | 41 | 2.37
adder cells (fa/ha/maj) | 8 | 8 | 3.51
flip-flops | 52 | 52 | 45.7
multiplexers | 25 | 25 | 10.6
[sequential cells by signal (all words and copies together), names as in the netlist]
signal                     flops
tx_unit.ready                  1
rx_unit.calculated_parity      1
rx_unit.sample_count           4
tx_unit.data_buffer            8
tx_unit.parity_bit             1
tx_unit.tx                     1
rx_unit.data_buffer            8
rx_unit.parity_bit             1
rx_unit.bit_index              4
tx_unit.sample_count           4
rx_unit.ready                  1
rx_unit.data_out               8
tx_unit.state                  3
rx_unit.state                  3
tx_unit.bit_index              4
[metrics by stage]
step | power, W | instance area (um^2) | util, % | std cells
after floorplan | 0.00157 | 2860 | - | 269
after global placement | 0.00170 | 3190 | 46.7 | 382
after detailed placement | 0.00171 | 3190 | 46.7 | 382
after CTS | 0.00234 | 3290 | 48.2 | 390
after global routing | 0.00246 | 3290 | 48.2 | 390
final | 0.00231 | 3290 | 48.2 | 390
[critical path, stage by stage (launching register included)]
cell	delay, ns
dfrtp_1	0.52
inv_1	0.13
ha_1	0.24
xnor2_1	0.31
nand3_1	0.18
nor2_4	0.18
nand3_2	0.10
mux2_4	0.29
[how the worst min path moves through the flow]
stage | startpoint | end | slack, ns | depth (start not counted)
finish | rst | tx_unit.bit_index[3] | 0.46 | 2
global route | rst | tx_unit.bit_index[3] | 0.47 | 2
CTS | rst | tx_unit.sample_count[1] | 0.47 | 2
[cells in the final DEF (no fill, tap or decap), types with 3 or more instances in the layout]
master | synthesis | layout
dfrtp_1 | 50 | 50
nand2_1 | 28 | 28
clkdlybuf4s50_1 | 0 | 22
nor2_1 | 20 | 20
xnor2_1 | 19 | 19
mux2_2 | 16 | 16
o21ai_0 | 15 | 15
a21oi_1 | 9 | 9
nand3_1 | 8 | 8
o21ai_1 | 8 | 8
ha_1 | 8 | 8
a22o_1 | 6 | 6
inv_1 | 6 | 5
and3_1 | 5 | 5
clkbuf_8 | 0 | 5
buf_4 | 1 | 5
mux2i_1 | 4 | 4
a31oi_1 | 4 | 4
nand4_1 | 3 | 3
nor2b_1 | 3 | 3
Power and IR drop assume default switching activity.
