File: flow/run.sh
#!/bin/bash
# OpenROAD 26Q1-2900-gdf79404cd8, Yosys 0.63+post, stock flow scripts
make -C /OpenROAD-flow-scripts/flow DESIGN_CONFIG=/design/flow/config.mk WORK_HOME=/design/flow/orfs finish
File: flow/config.mk
export PLATFORM = sky130hd
export DESIGN_NAME = receptor
export DESIGN_NICKNAME = receptor
export VERILOG_FILES = /design/flow/design.v
export SDC_FILE = /design/flow/constraint.sdc
export NUM_CORES = 4
export LEC_CHECK = 1
export CORE_UTILIZATION = 30
File: flow/constraint.sdc
current_design receptor

set clk_period 2.9
set clk_io_pct 0.2

create_clock -name clk0 -period $clk_period [get_ports {clk}]

set non_clock_inputs [all_inputs -no_clocks]
set_input_delay [expr $clk_period * $clk_io_pct] -clock clk0 $non_clock_inputs
set_output_delay [expr $clk_period * $clk_io_pct] -clock clk0 [all_outputs]
File: flow/design.v
module receptor (
    input wire clk,           
    input wire rst,           
    input wire rx,            
    output reg [7:0] data_out,  
    output reg valid          
);
    parameter IDLE = 3'b000, START = 3'b001, DATA = 3'b010, PARITY = 3'b011, STOP = 3'b100;
    reg [2:0] state = IDLE;          
    reg [3:0] bit_index;             
    reg [7:0] data_buffer;           
    reg parity_bit;                  
    reg calculated_parity;           
    reg [3:0] sample_count;          
    reg valid_next;                  
always @(posedge clk or posedge rst) begin
        if (rst) begin
            state <= IDLE;
            bit_index <= 0;
            data_out <= 8'b0;
            data_buffer <= 8'b0;
            valid <= 0;
            valid_next <= 0;
            parity_bit <= 0;
            calculated_parity <= 0;
            sample_count <= 0;
        end else begin
            case (state)
                IDLE: begin
                    valid <= valid_next;        
                    valid_next <= 0;           
                    sample_count <= 0;
                    if (!rx) state <= START;  
                end
                START: begin
                    if (sample_count == 7) begin
                        sample_count <= 0;
                        if (!rx) state <= DATA;  
                        else state <= IDLE;     
                    end else begin
                        sample_count <= sample_count + 1;
                    end
                end
                DATA: begin
                    if (sample_count == 15) begin
                        sample_count <= 0;
                        data_buffer[bit_index] <= rx;  
                        bit_index <= bit_index + 1;
                        if (bit_index == 7) state <= PARITY;  
                    end else begin
                        sample_count <= sample_count + 1;
                    end
                end
                PARITY: begin
                    if (sample_count == 15) begin
                        sample_count <= 0;
                        parity_bit <= rx;                  
                        calculated_parity <= ^data_buffer;  
                        if (calculated_parity == parity_bit) state <= STOP;  
                        else state <= IDLE;                
                    end else begin
                        sample_count <= sample_count + 1;
                    end
                end
                STOP: begin
                    if (sample_count == 15) begin
                        sample_count <= 0;
                        if (rx) begin  
                            data_out <= data_buffer;  
                            valid_next <= 1;          
                        end
                        state <= IDLE;              
                    end else begin
                        sample_count <= sample_count + 1;
                    end
                end
            endcase
        end
    end
endmodule
==> results.json <==
{
  "place_inst": 232,
  "setup.worst_path.class": "flip-flop to flip-flop",
  "endpoint_kind": "flip-flop",
  "timing.reg2reg.setup_slack_ps": 920,
  "via_per_inst": 4.846,
  "timing.critical_path.fanout_max": 7,
  "netlist-cell-type-count": 43,
  "worstHoldStart": "data_out[0]",
  "cts.clk_slew.worst_paths_ps": 70,
  "h-tree-depth": 2,
  "drt_iter0_markers": 61,
  "crit_path_max_cell_delay_ps": 450,
  "hold_path_depth": 1,
  "min_to": "data_out[0]",
  "synth.comb.largest_family": "simple AND/OR/NAND/NOR gates",
  "detail_route.first_pass.iterations": 4,
  "hold_violations": 0,
  "mux_area_share_pct": 9.368,
  "min_period_over_period_pct": 68.38,
  "worst_slew_pin_slew_ps": 537.6,
  "worst_r2r_startpoint": "sample_count[0]",
  "tritoncts": "done",
  "pin_count": 12,
  "layoutNonFillerInstCount": 240,
  "post-route-min-period_ps": 1983,
  "yosys-stat-cells": 159,
  "yosys.area_share.simple_pct": 16.88,
  "area_growth_pct": 16.43,
  "fp_util_pct": 32.13,
  "fp-row-count": 26,
  "floorplan.die.height_um": 76.90,
  "place_congestion": 0.8306,
  "final_layout_size_suffix_gt1_share_pct": 11.18,
  "clock_latency_ps": 280,
  "finalSetupTns_ps": 0,
  "netlist_instances": 159,
  "vdd.ir_drop.worst_v": 0.0002182,
  "postCtsHoldBufs": 0,
  "ff2ff_path_depth": 5,
  "final_layout_top_logic_cells": "31 x sky130_fd_sc_hd__dfrtp_1, 16 x sky130_fd_sc_hd__nand2_1, 12 x sky130_fd_sc_hd__mux2_1",
  "outcome": "completed",
  "achievable-frequency_ghz": 0.5043,
  "power.density_cell_area_nw_per_um2": 786.9,
  "detailedPlacementHpwl_mm": 2.052,
  "timing.max_slew.rel_slack_pct": 64.16,
  "grt_max_degree": 32,
  "worstPathRequired_ps": 3060,
  "power_leakage_nw": 0.8130,
  "critPathArrivalTime_ps": 2150,
  "postCtsResizedCells": 0,
  "rr_endpoint": "data_buffer[0]",
  "chip_area_um2": 5913,
  "synth_chip_area_um2": 1683,
  "critical_path.top_delay_family": "simple AND/OR/NAND/NOR gates",
  "worstHoldPathType": "flip-flop to flip-flop",
  "num_antenna_cells": 0,
  "setup_viol": 0,
  "worst_clock_skew_ps": 4.580,
  "tritoncts_num_sinks": 31,
  "route.vias.total": 1163,
  "mostFrequentLayoutCell": "sky130_fd_sc_hd__dfrtp_1",
  "clock_tree.buffer_depth": 2,
  "stage_log_warnings": 29,
  "placement.io_buffers": 11,
  "routedWlPerCell_um": 12.46,
  "grt_setup_unrepaired": "no",
  "cts_buffers": 5,
  "first_global_vias": 1081,
  "timing.critical_path.from_type": "flip-flop",
  "grt_util_all_layers_pct": 11.30,
  "crit_buf_inv": 0,
  "ys_sh_aoi_pct": 12.04,
  "initial_antenna_violation_count": 0,
  "fillCellCount": 512,
  "ys_seq_elements": 31,
  "fp.coreArea_um2": 5238,
  "route.final.wire_length_mm": 2.990,
  "detail-route-antenna-nets": 0,
  "synth_area_um2": 1683,
  "root_buffer": "sky130_fd_sc_hd__clkbuf_8",
  "finalMaxSlewViolations": 0,
  "timing.critical_path.slowest_stage_cell": "sky130_fd_sc_hd__nor3_2",
  "die_w_um": 76.90,
  "tally_of_yosys_warning_messages": 1,
  "timing.max_cap.violations": 0,
  "dr_drc_count": 0,
  "path_common_cell": "sky130_fd_sc_hd__nand3_1",
  "worstPathCellList": "ha_1 -> nand3_1 -> nor3_2 -> nand3_1 -> mux2_1",
  "post_cts_buffers": 0,
  "grt_first_pass_wirelength_mm": 5.292,
  "synth.avg_cell_area_um2": 10.58,
  "fa_ha_maj_cells_area_fraction_pct": 4.461,
  "grt_overflow_total": 0,
  "yosysSeqAreaShare_pct": 46.10,
  "xor_xnor_cells_area_fraction_pct": 7.286
}
## stage by stage
step | area, um2 | util [%] | hold WS, ps | setup WS (ps) | power, mW
final | 1959 | 37.41 | 490.7 | 917.0 | 1.542
after global routing | 1959 | 37.41 | 515.2 | 725.3 | 1.657
after CTS | 1959 | 37.41 | 498.9 | 902.8 | 1.563
after detailed placement | 1842 | 35.16 | 482.8 | 743.8 | 1.110
after global placement | 1842 | 35.16 | 474.0 | 781.5 | 1.110
after floorplan | 1683 | - | 439.2 | 1169 | 0.9672
## metal layers
layer  track usage [%]  share of wire (%)  vias up
met1             18.07                 50      551
met2             15.98                 43       19
met3             2.660                3.9        5
met4             1.923                2.2        0
met5                 0                  0        -
li1                  -                  -      588
## state kept, by name, indices dropped and copies added, names as in the netlist
signal,cells
data_buffer,8
bit_index,4
valid,1
calculated_parity,1
parity_bit,1
sample_count,4
state,3
data_out,8
valid_next,1
## cell type report
cell class	count	area, um2	share of cell area (%)
Tap cell	70	87.58	4.470
Multi-Input combinational cell	114	842.1	42.98
Clock buffer	6	82.58	4.215
Inverter	5	18.77	0.9579
Sequential cell	31	775.7	39.59
Timing Repair Buffer	12	117.6	6.003
Clock inverter	2	35.03	1.788
## how the worst max path moves through the flow
stage / start / to / slack (ps) / depth (start not counted)
after CTS: sample_count[0] / data_buffer[0] / 900 / 5
after global routing: sample_count[0] / data_buffer[0] / 730 / 5
final: sample_count[0] / data_buffer[0] / 920 / 5
## where the power goes
part           internal (mW)  switching [mW]  leakage, nW
Clock                  0.278           0.161       0.0612
Sequential             0.530           0.130        0.377
Combinational          0.240           0.202        0.375
## cell families (layout without fill, tap and decap cells)
family,Yosys count,in the layout
xor gates and xnor gates,14,14
buffers and inverters,14,25
muxes,14,14
AOI/OAI and AO/OA,33,33
adders and majority gates,6,6
and+or+nand+nor,47,47
DFF,31,31
## cell usage after synthesis, drive strengths merged
cell    count  share of area, %
o31a        1              0.52
o21ai      16               4.8
nor3        7               2.4
xor2        5               2.6
a21oi       5               1.5
mux2       14               9.4
ha          6               4.5
nand4       2               2.0
nor2        4              0.89
and4        1              0.52
xnor2       9               4.7
nor4b       1              0.52
a311oi      1              0.52
nand3       4               1.2
nand4b      1              0.52
clkbuf      3              0.67
nor4        2               1.1
nand3b      1              0.45
or4         1              0.67
buf         6               2.1
a22o        1              0.52
a211oi      2              0.89
dfrtp      31                46
a21o        1              0.45
nand2      16               3.6
o21bai      1              0.45
nand2b      4               1.5
a31oi       2              0.74
o41ai       1              0.52
inv         5               1.1
and3        1              0.37
nor3b       2               1.2
o31ai       2               1.2
Power is estimated from default activity; no workload was simulated.
